==> /design/flow/design.v <==
module REG32negclk (Q, D, clk, reset, enable);
    input clk, reset, enable;
    reg [31:0] pc;
    input [31:0] D;
    output [31:0] Q;
    always @(posedge clk) begin
        if (!reset) begin
            pc <= 32'b0;
        end else if (enable) begin
            pc <= D;
        end
    end
    assign Q=pc;
endmodule
module Mux_32_to_1_32bit(out, s, in);
    input [1023:0] in;
    input [4:0] s;
    output reg [31:0] out;
    always @(in or s) begin
        case (s)
            5'd0 : out = in[31:0];
            5'd1 : out = in[63:32];
            5'd2 : out = in[95:64];
            5'd3 : out = in[127:96];
            5'd4 : out = in[159:128];
            5'd5 : out = in[191:160];
            5'd6 : out = in[223:192];
            5'd7 : out = in[255:224];
            5'd8 : out = in[287:256];
            5'd9 : out = in[319:288];
            5'd10 : out = in[351:320];
            5'd11 : out = in[383:352];
            5'd12 : out = in[415:384];
            5'd13 : out = in[447:416];
            5'd14 : out = in[479:448];
            5'd15 : out = in[511:480];
            5'd16 : out = in[543:512];
            5'd17 : out = in[575:544];
            5'd18 : out = in[607:576];
            5'd19 : out = in[639:608];
            5'd20 : out = in[671:640];
            5'd21 : out = in[703:672];
            5'd22 : out = in[735:704];
            5'd23 : out = in[767:736];
            5'd24 : out = in[799:768];
            5'd25 : out = in[831:800];
            5'd26 : out = in[863:832];
            5'd27 : out = in[895:864];
            5'd28 : out = in[927:896];
            5'd29 : out = in[959:928];
            5'd30 : out = in[991:960];
            5'd31 : out = in[1023:992];
        endcase
    end
endmodule
module Decoder2to4 (out, in, enable);
    input enable;
    input [1:0] in;
    output reg [3:0] out;
    always @(in or enable) begin
        if (enable) begin
            case (in)
                2'b00 : out = 4'b0001;
                2'b01 : out = 4'b0010;
                2'b10 : out = 4'b0100;
                2'b11 : out = 4'b1000;
            endcase
        end else begin
            out = 4'b0000;
        end
    end
endmodule
module Decoder3to8 (out, in, enable);
    input enable;
    input [2:0] in;
    output reg [7:0] out;
    always @(in or enable) begin
        if (enable) begin
            case (in)
                3'b000 : out = 8'b00000001;
                3'b001 : out = 8'b00000010;
                3'b010 : out = 8'b00000100;
                3'b011 : out = 8'b00001000;
                3'b100 : out = 8'b00010000;
                3'b101 : out = 8'b00100000;
                3'b110 : out = 8'b01000000;
                3'b111 : out = 8'b10000000;
            endcase
        end else begin
            out = 8'b00000000;
        end
    end
endmodule
module Decoder5to32 (out, in, enable);
    input enable;
    input [4:0] in;
    output [31:0] out;
    wire [3:0] dec2to4_out;
    wire [7:0] dec3to8_out[3:0];
    Decoder2to4 dec2to4_inst (.out(dec2to4_out), .in(in[4:3]), .enable(enable));
    generate
        genvar i;
        for (i = 0; i < 4; i = i + 1) begin : dec3to8_gen
            Decoder3to8 dec3to8_inst (.out(dec3to8_out[i]), .in(in[2:0]), .enable(dec2to4_out[i]));
        end
    endgenerate
    assign out = {dec3to8_out[3], dec3to8_out[2], dec3to8_out[1], dec3to8_out[0]};
endmodule
module RegFile(
    readdata1, readdata2, readreg1, readreg2,
    writedata, writereg, regwrite, clk, reset
);
    input regwrite, clk, reset;
    input [4:0] readreg1, readreg2, writereg;
    input [31:0] writedata;
    output [31:0] readdata1, readdata2;
    reg [31:0] registers [31:0];
    integer i;
    always @(posedge clk) begin
        if (!reset) begin
            for (i = 0; i < 32; i = i + 1) begin
                registers[i] <= 32'b0;
            end
        end else if (regwrite) begin
            registers[writereg] = writedata;
        end
    end
    assign readdata1 = registers[readreg1];
    assign readdata2 = registers[readreg2];
endmodule
==> /design/flow/run.sh <==
#!/bin/bash
# OpenROAD 26Q1-2900-gdf79404cd8, Yosys 0.63+post, stock flow scripts
make -C /OpenROAD-flow-scripts/flow DESIGN_CONFIG=/design/flow/config.mk WORK_HOME=/design/flow/orfs finish
==> /design/flow/config.mk <==
export PLATFORM = sky130hd
export DESIGN_NAME = Decoder5to32
export DESIGN_NICKNAME = Decoder5to32
export VERILOG_FILES = /design/flow/design.v
export SDC_FILE = /design/flow/constraint.sdc
export NUM_CORES = 4
export LEC_CHECK = 1
export CORE_AREA = 10 10 70 70
export DIE_AREA = 0 0 80 80
==> /design/flow/constraint.sdc <==
current_design Decoder5to32

set clk_period 1.1
set clk_io_pct 0.2

create_clock -name clk0 -period $clk_period

set non_clock_inputs [all_inputs -no_clocks]
set_input_delay [expr $clk_period * $clk_io_pct] -clock clk0 $non_clock_inputs
set_output_delay [expr $clk_period * $clk_io_pct] -clock clk0 [all_outputs]
==> reports/metrics.yaml <==
path_class: "in -> out"
synthCells: 47
p_leak_nw: 0.453
place_area_sq_um: 687
ant_nets: 0
ff_count: 0
grt_pass1_wl_mm: 3.14
route.vias.total: 586
grt_max_degree: 9
hold_slack_ps: 773
critPathMaxStageDelay_ps: 550
crit_path_start_kind: "input port"
lay_top_count: "buf_2"
warnings: 34
rsz0062_at_grt: "yes"
timing.fmax_mhz: 720
final_layout_size_suffix_gt1_frac: 0.853
status: "finished with violations"
crit_chain: "buf_6, or4b_4, buf_6, nor2_2, buf_2"
min_period_ps: 1390
overflow: 0
groute.usage.overall: 0.0580
grt_pass1_vias: 575
chipArea_sq_um: 6400
cellPowerDensity_nw_per_um2: 236
yosysWarnings: 3
placed_cells: 132
drt_iter0_drc: 38
synth_area_sq_um: 230
slew_violations: 0
synth-area-yosys_sq_um: 230
gp_congestion: 0.766
cp_max_fo: 3
setup_violations: 27
port_buffers: 38
mostFrequentLayoutCells: "buf_2, buf_6, nor2_4, nor2_1, buf_4"
failed_checks: "negative setup slack"
cp_common_cell: "buf_6"
ios: 38
tightest_slew_ps: 213
drcViolationCount: 0
vias_per_cell: 3.78
layout_setup_ws_ps: -288
ir_drop_v: 0.0000454
dieWidth_um: 80
cpMaxStageDelayCell: "or4b_4"
arrival_ps: 1170
ys_seq_share: 0
hold_class: "in -> out"
pre_cts_slack_ps: -970
fin_setup_tns_ps: -3310
fin_area_sq_um: 968
maxCapViolations: 0
hold_violations: 0
area_growth_pct: 321
period_used_share: 1.26
num_rows: 21
clock_buffer_count: 0
insertedDiodeCount: 0
required_ps: 880
die_y_um: 80
core_area_sq_um: 3420
postSynthAreaPerCell_sq_um: 4.90
wl_mm: 1.96
synth.distinct_cells: 9
dr.pass1.iters: 4
grt_antenna_before_repair: 0
fp_util: 0.0674
layout.cells.non_filler: 155
cts_hold_buf: 0
hpwlAfterDp_mm: 1.40
regArea_sq_um: 0
endpoint_kind: "output pin"
synth-cells-yosys: 47
slew_headroom: 0.858
avgRoutedWirePerCell_um: 12.7
## cell families (layout without fill, tap and decap cells)
group | Yosys count | after routing | share of synthesized area
buffers and inverters | 3 | 65 | 0.0489
AND/OR/NAND/NOR | 44 | 44 | 0.951
## worst paths after layout
kind / start / to / slack [ps] / cells past startpoint
max: in[1] / out[5] / -290 / 5
min: in[3] / out[0] / 770 / 4
## final cells by class
type,count,area (sq um)
multi-input combinational,44,404
tap,46,57.6
fill,351,2450
timing repair buffer,65,507
## layer usage
layer,track usage,part of all wire,vias up
met1,0.0713,0.42,284
met3,0.0170,0.11,0
met2,0.103,0.47,19
met4,0,0,0
met5,0,0,-
li1,-,-,283
## per-stage QoR
stage,util,total power (W)
after global routing,0.284,0.000244
after CTS,0.262,0.000210
after detailed placement,0.201,0.000113
after floorplan,-,0.0000358
final,0.284,0.000228
after global placement,0.201,0.000112
## worst max-delay path, delay by kind of cell
kind / cells / cell delay [ps]
simple gates: 2 / 610
buf+inv: 3 / 330
## synth_stat cells, drive strengths merged
cell type | n | area (sq um)
or2 | 1 | 6.26
nand4b | 3 | 26.3
nor2 | 32 | 120
clkbuf | 3 | 11.3
nand2b | 2 | 12.5
nand4bb | 3 | 33.8
nand2 | 1 | 3.75
nand4 | 1 | 6.26
or4b | 1 | 10.0
## power by group
part           switching [W]  leakage [nW]  internal (W)
Sequential                 0             0             0
Clock                      0             0             0
Combinational      0.0000997         0.453      0.000129
Total              0.0000997         0.453      0.000129
## repair_timing
item | CTS | global route
resized | 170 | 19
setup endpoints to repair | 32 | 32
pin swaps | 39 | 26
setup buffers | 23 | 0
cloned | 0 | 0
Power and IR drop assume default switching activity.
